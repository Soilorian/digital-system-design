`/design/flow/config.mk`:
```
export PLATFORM = sky130hd
export DESIGN_NAME = memory
export DESIGN_NICKNAME = memory
export VERILOG_FILES = /design/flow/design.v
export SDC_FILE = /design/flow/constraint.sdc
export NUM_CORES = 4
export LEC_CHECK = 1
export CORE_UTILIZATION = 50
```
`/design/flow/constraint.sdc`:
```
current_design memory

set clk_period 2.1
set clk_io_pct 0.2

create_clock -name clk0 -period $clk_period [get_ports {clk}]

set non_clock_inputs [all_inputs -no_clocks]
set_input_delay [expr $clk_period * $clk_io_pct] -clock clk0 $non_clock_inputs
set_output_delay [expr $clk_period * $clk_io_pct] -clock clk0 [all_outputs]
```
`/design/flow/design.v`:
```
module memory #(
    parameter integer width = 8,
    parameter integer depth = 16,
    parameter integer log_depth = 4
)(
    input clk,
    input reset,
    input write_on_a,
    input write_on_b,
    input [log_depth:0] address_a, 
    input [log_depth:0] address_b, 
    inout [width-1:0] a,
    inout [width-1:0] b,
    output reg we_race
);
reg [width-1:0] storage[depth-1:0];
reg [width-1:0] a_internal;
reg [width-1:0] b_internal;
integer i;
always @(posedge clk or posedge reset) begin
    we_race = 0;
    if (reset) begin
        for (i = 0; i < depth; i = i + 1) begin
            storage[i] <= {width{1'b0}};
        end
        a_internal <= 0;
        b_internal <= 0;
    end else begin
        case ({write_on_a, write_on_b})
            2'b11: begin
                b_internal = b;
                storage[address_b] <= b_internal;
                if (address_a == address_b) 
                    we_race = 1;
                else begin
                    a_internal = a;
                    storage[address_a] = a_internal;
                end
            end
            2'b10: begin
                b_internal = storage[address_b];
                a_internal = a;
                storage[address_a] = a_internal;
            end
            2'b01: begin
                a_internal = storage[address_a];
                b_internal = b;
                storage[address_b] = b_internal;
            end
            2'b00: begin
                b_internal = storage[address_b];
                a_internal = storage[address_a];
            end
        endcase
    end
end
assign a = write_on_a ? {width{1'bz}} : a_internal;
assign b = write_on_b ? {width{1'bz}} : b_internal;
endmodule  
```
`/design/flow/run.sh`:
```
#!/bin/bash
# OpenROAD 26Q1-2900-gdf79404cd8, Yosys 0.63+post, stock flow scripts
make -C /OpenROAD-flow-scripts/flow DESIGN_CONFIG=/design/flow/config.mk WORK_HOME=/design/flow/orfs finish
```
==> Table 3: Implementation characteristics <==
Physical design parameters

Parameter                              Value

Clock network
  Clock Sinks .................. 145
  Depth of the CTS H-tree .................. 4
  Post-cts resize count .................. 13
  Number of buffers added by the clock tree synthesis step .................. 17
  Clock tree root buffer cell .................. clkbuf_16
  Maximum clock insertion buffer count .................. 2
  Total of hold buffers inserted after clock tree synthesis .................. 0
  Count of buffers added by post-CTS timing repair for setup .................. 1

Floorplanning
  Height of the die .................. 134 um
  Die Wd .................. 134 um
  Effective utilization at floorplan .................. 51.9%
  Row cnt .................. 47
  # IOs .................. 31

Logic synthesis
  Portion of netlist area occupied by mux cells .................. 20.8%
  Count of warnings emitted by yosys .................. 4
  Area of the mapped netlist .................. 8690 sq um
  Total of flip-flops plus latches after synthesis .................. 145
  Number of distinct library cell variants in the gate-level netlist after synthesis .................. 73
  Largest logic family .................. multiplexers
  Gate Count Post-Synth .................. 769
  Count of instantiated cells in the yosys netlist .................. 769
  Mean area per synthesized cell .................. 11.3 sq um
  FFs w/ async S/R, synth .................. 100%
  Post-synthesis share of cell area spent on full adders, half adders and majority gates .................. 0%
  Chip area estimate from yosys synthesis .................. 8690 sq um
  Dominant register cell .................. dfrtp_1
  Xor+xnor area frac .................. 0.504%
  Portion of the post-synthesis area used by sequential elements .................. 41.7%
  Post-Synth AOI/OAI Area .................. 19.9%
  Number of synthesized flops with an enable pin .................. 0
  AND/OR/NAND/NOR Cells, Area Fraction .................. 12.7%

Placement
  IO Port Bufs .................. 14
  Post-detailed-placement half-perimeter wirelength .................. 23500 um
  Global placement routability congestion .................. 1.02

Outcome
  Outcome .................. aborted with a tool error
  Stage at which the flow ended .................. clock tree synthesis
  Err .................. [error] [KeplerFormal.cpp:679] Workflow failed: Iso has multiple drivers: .a0, a[0]$_DFFE_PP0P_.Q0
-- kinds of logic after synthesis --
family,count (synthesis)
AND-OR/OR-AND,206
flip-flops,145
AND/OR/NAND/NOR,171
buffers and inverters,80
multiplexers,162
XOR/XNOR,5
-- cell usage after synthesis, types with 11 or more instances --
master    instances  share of area [%]
nor2b_1          25                1.8
a21oi_1          23                1.3
a22oi_1          13                1.1
clkbuf_1         41                1.8
nor2_1           14               0.60
a32oi_1          29                2.9
nand2_1          19               0.82
nand2b_1         16                1.2
o21ai_0          13               0.75
a221oi_1         14                1.4
buf_2            18                1.0
a31oi_1          15                1.1
a221o_1          11                1.3
mux2_2          152                 20
dfrtp_1         145                 42
nand3b_1         16                1.4
-- metrics by stage --
| step | util, % | std cells | hold slack, ns | cell area [sq um] | setup slack [ns] |
|---|---|---|---|---|---|
| after detailed placement | 61.5 | 1095 | 0.511 | 10300 | -0.671 |
| after global placement | 61.5 | 1095 | 0.508 | 10300 | -0.741 |
| after floorplan | - | 769 | 0.454 | 8700 | -0.139 |
