$ cat design/flow/design.v
`timescale 1ns/1ps
module multiplier (
    p, x, y
);
parameter width = 8;
parameter N = 8/2;
input  [width-1:0]x, y;
output [width+width-1:0] p;
reg [2:0] cc[N-1:0];
reg [width:0] pp[N-1:0];
reg [width+width-1:0] spp[N-1:0];
reg [width+width-1:0] prod;
wire [width:0] inv_x;
integer kk, ii;
assign inv_x = {~x[width-1], ~x} + 1;
always @(x or y or inv_x) begin
    cc[0] = {y[1], y[0], 1'b0};
    for (kk = 1; kk < N; kk = kk+1) 
        cc[kk] = {y[2*kk+1], y[2*kk], y[2*kk-1]};
    for (kk = 0 ; kk < N; kk = kk + 1) begin
        case (cc[kk])
            3'b001 , 3'b010 : pp[kk] = {x[width-1], x};
            3'b011 : pp[kk] = {x, 1'b0};
            3'b100 : pp[kk] = {inv_x[width-1:0], 1'b0};
            3'b101 , 3'b110 : pp[kk] = inv_x;
            default : pp[kk] = 0;
        endcase
        spp[kk] = $signed (pp[kk]);
        for (ii = 0; ii<kk ; ii = ii + 1)
            spp[kk] = {spp[kk], 2'b00};
    end
    prod = spp[0];
    for (kk = 1; kk < N; kk = kk+1) begin
        prod = prod + spp[kk];
    end
end
assign p = prod;
endmodule  
$ cat design/flow/run.sh
#!/bin/bash
# OpenROAD 26Q1-2900-gdf79404cd8, Yosys 0.63+post, stock flow scripts
make -C /OpenROAD-flow-scripts/flow DESIGN_CONFIG=/design/flow/config.mk WORK_HOME=/design/flow/orfs finish
$ cat design/flow/config.mk
export PLATFORM = sky130hd
export DESIGN_NAME = multiplier
export DESIGN_NICKNAME = multiplier
export VERILOG_FILES = /design/flow/design.v
export SDC_FILE = /design/flow/constraint.sdc
export NUM_CORES = 4
export LEC_CHECK = 1
export CORE_UTILIZATION = 30
$ cat design/flow/constraint.sdc
current_design multiplier

set clk_period 10.7
set clk_io_pct 0.2

create_clock -name clk0 -period $clk_period

set non_clock_inputs [all_inputs -no_clocks]
set_input_delay [expr $clk_period * $clk_io_pct] -clock clk0 $non_clock_inputs
set_output_delay [expr $clk_period * $clk_io_pct] -clock clk0 [all_outputs]
==> qor.txt <==
crit-path max FO -> 9
fin crit period -> 10.01 ns
RSZ-0062 raised after global routing -> no
Max-slew headroom -> 46.15%
Buffers on Ports -> 32
pin count of the biggest net entering global routing -> 24
Synth logic family -> AND-OR/OR-AND gates
average vias per placed instance -> 5.441
drc violations -> 0
Hold Buf Count CTS -> 0
DR WL met2 -> 3.040 mm
Total GRT Usage -> 17.97%
chip area -> 8276 µm²
post-CTS sizing -> 0
maxcap violations -> 0
initial DRC count -> 187
initial antenna violation count -> 0
# rows -> 32
total power -> 0.3881 mW
register area -> 0 µm²
flop count -> 0
RePlAce Congestion -> 0.9245
Complex Gates by Area -> 30.40%
dpl ws -> 0.7155 ns
Met3 Routed Length -> 396 µm
crit share post-route -> 93.59%
Fillers -> 837
Multiplexer share -> 3.003%
leakage -> 1.174 nW
Worst EP arrival -> 7.87 ns
yosys xor share -> 8.851%
Mapped Cells -> 333
Adder Share, Synth -> 24.97%
vias in the first global route -> 2394
Hold Vio Cnt, Final -> 0
final setup vio count -> 0
final worst setup slack -> 0.6861 ns
fin cells -> 451
mapped cell area -> 2375 µm²
Overflow after GRT -> 0
Log Warnings -> 32
I/O Pins -> 32
post-CTS setup buffer count -> 0
DP HPWL -> 5.497 mm
worst hold path type -> primary input to primary output
diodes inserted -> 0
f_max -> 0.09986 GHz
Setup TNS -> 0 ns
share of post-route cells with drive strength above 1 -> 6.017%
Synth Warn # -> 4
initial core utilization -> 30.89%
routed len/inst -> 15.31 µm
Synth Area in Simple Gates -> 23.66%
ys cells -> 333
status -> complete, no violations
Die H -> 90.97 µm
synthesized area per cell -> 7.131 µm²
critical path required time -> 8.56 ns
Cell variety after synth -> 57
VDD IR max -> 0.07645 mV
Area Growth Syn to Fin -> 16.54%
final wirelength -> 6.905 mm
placeable core area -> 7687 µm²
Power Dens Cells -> 140.2 nW/µm²
worst slew pin tran -> 0.8052 ns
placed cell count -> 451
Vias -> 2454
die width -> 90.97 µm
crit path launch type -> primary input
clk_buf instances -> 0
WL met1 -> 3.254 mm
crit end category -> primary output
YS chip area -> 2375 µm²
first-pass GRT wire length -> 11.86 mm
Seq share, synth -> 0%
first-pass detailed-route iteration total -> 4
post-detailed-route count of antenna-violating nets -> 0
kind of critical path -> primary input to primary output
Final Slew Violations -> 0
Top Metal Used -> met4
[cells by family after synthesis]
logic type,count (synthesis)
multiplexers,7
adder cells (fa/ha/maj),36
buffers and inverters,50
AND/OR/NAND/NOR,113
AND-OR/OR-AND,103
XOR/XNOR,24
[cells in the final DEF, fill, tap and decap left out, types with 7 or more instances in the layout]
cell	n
nand2_1	32
fa_1	19
inv_1	24
clkdlybuf4s50_1	32
nand2b_1	8
a22oi_1	11
xor2_1	9
a21o_1	8
buf_4	9
a21oi_1	16
nor2_1	25
o21ai_0	23
xnor2_1	15
nor2b_1	7
nor3_1	7
ha_1	17
[per-stage QoR]
stage	instance area, µm²	util [%]	hold WS (ns)
2_1_floorplan	2375	-	4.332
3_3_place_gp	2768	36.00	5.321
3_5_place_dp	2768	36.00	5.334
4_1_cts	2768	36.00	5.341
5_1_grt	2768	36.00	5.377
6_report	2768	36.00	5.332
[worst max-delay path, stage by stage]
cell and delay, ns:
clkdlybuf4s50_1 0.49, inv_1 0.18, ha_1 0.30, or3b_1 0.53
xor2_1 0.22, mux2_2 0.29, a21oi_1 0.19, a21oi_1 0.11
fa_1 0.52, inv_1 0.05, fa_1 0.53, inv_1 0.04
ha_1 0.33, and3_1 0.18, a2111oi_0 0.42, buf_4 0.20
a211oi_1 0.09, mux2i_1 0.13, a2111oi_0 0.38, clkdlybuf4s50_1 0.54
[cells in the mapped netlist, types with 4 or more instances]
cell      instances  area, µm²
a21o_1            8      60.06
a21oi_1          16      80.08
a221oi_1          6      52.55
a22oi_1          11      82.58
and2_1            6      37.54
and3_1            4      25.02
buf_2             4      20.02
clkbuf_1         13      48.80
fa_1             19      380.4
ha_1             17      212.7
inv_1            24      90.09
mux2i_1           6      60.06
nand2_1          32      120.1
nand2b_1          8      50.05
nand3_1           6      30.03
nor2_1           25      93.84
nor2b_1           7      43.79
nor3_1            7      35.03
o21ai_0          23      115.1
o221ai_1          5      43.79
or2_2             4      25.02
xnor2_1          15      131.4
xor2_1            9      78.83
[where the power goes]
part	total, mW	internal [mW]	switching (mW)
clock network	0	0	0
logic	0.388	0.217	0.171
registers	0	0	0
total	0.388	0.217	0.171
[routing by layer]
| metal | vias up | track usage, % |
|---|---|---|
| li1 | 1232 | - |
| met1 | 1126 | 26.88 |
| met2 | 82 | 28.60 |
| met3 | 14 | 0.7653 |
| met4 | 0 | 5.159 |
| met5 | - | 0 |
[final cells by class]
| class | count | area (µm²) | share of cell area, % |
|---|---|---|---|
| inverter | 25 | 93.84 | 3.391 |
| multi-input combinational | 283 | 2158 | 77.98 |
| tap | 102 | 127.6 | 4.611 |
| timing repair buffer | 41 | 387.9 | 14.01 |
[path summary, 6_finish.rpt]
kind | from | to | slack [ns] | depth (start not counted)
max | x[0] | p[15] | 0.69 | 20
min | x[0] | p[0] | 5.33 | 3
Power and IR drop assume default switching activity.
